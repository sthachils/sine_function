**design.v**
```verilog
module adder #(
  parameter FXD_Q                = 4,
  parameter FXD_N                = 8,
  parameter NUM_CYCLES_FOR_ADD   = 1
) (
  input  logic                  pre_avail_1,
  output logic                  pre_get_1, 
  input  logic [FXD_N-1:0]      pre_data_1,
  input  logic                  pre_avail_2,
  output logic                  pre_get_2, 
  input  logic [FXD_N-1:0]      pre_data_2,
  output logic                  post_avail,
  input  logic                  post_get,
  output logic [FXD_N-1:0]      post_data
);
  generate if(NUM_CYCLES_FOR_ADD == 1) begin
    logic [FXD_N-1:0]           post_data_tmp;
    logic                       post_data_sign;
    logic                       pre_data_1_sign;
    logic                       pre_data_2_sign;
    logic [FXD_N-2:0]           pre_data_1_tmp;
    logic [FXD_N-2:0]           pre_data_2_tmp;
    assign post_avail           = pre_avail_1 && pre_avail_2;
    assign pre_get_1            = post_get;
    assign pre_get_2            = post_get;
    assign pre_data_1_sign      = pre_data_1[FXD_N-1];
    assign pre_data_1_tmp       = pre_data_1[FXD_N-2:0];
    assign pre_data_2_sign      = pre_data_2[FXD_N-1];
    assign pre_data_2_tmp       = pre_data_2[FXD_N-2:0];
    assign post_data[FXD_N-1]   = post_data_sign;
    assign post_data[FXD_N-2:0] = post_data_tmp[FXD_N-2:0];
    always_comb begin
      if(!pre_data_1_sign && !pre_data_2_sign) begin   
        post_data_sign          = 1'b0;
        post_data_tmp           = pre_data_1_tmp + pre_data_2_tmp;
      end
      else if(pre_data_1_sign && pre_data_2_sign) begin   
        post_data_sign          = 1'b1;
        post_data_tmp           = pre_data_1_tmp + pre_data_2_tmp;
      end
      else begin   
        if (pre_data_1[FXD_N-1-1:0] > pre_data_2[FXD_N-1-1:0]) begin   
          post_data_sign        = pre_data_1_sign;
          post_data_tmp         = pre_data_1_tmp - pre_data_2_tmp;
        end
        else begin
          post_data_sign        = pre_data_2_sign;
          post_data_tmp         = pre_data_2_tmp - pre_data_1_tmp;
        end
      end
    end
  end
  endgenerate
endmodule 
module mcl_fxd_pipe_basic_block #(
  parameter FXD_Q = 4,
  parameter FXD_N = 8,
  parameter NUM_CYCLES_FOR_MULT = 1,
  parameter NUM_CYCLES_FOR_ADD = 1
) (
  input  logic                  clk,
  input  logic                  rst_n,
  input  logic                  pre_avail_mult_1,
  output logic                  pre_get_mult_1,
  input  logic [FXD_N-1:0]      pre_data_mult_1,
  input  logic                  pre_avail_mult_2,
  output logic                  pre_get_mult_2,
  input  logic [FXD_N-1:0]      pre_data_mult_2,
  input  logic                  pre_avail_add_1,
  output logic                  pre_get_add_1,
  input  logic [FXD_N-1:0]      pre_data_add_1,
  output logic                  post_avail_mul_add,
  input  logic                  post_get_mul_add,
  output logic [FXD_N-1:0]      post_data_mul_add,
  input  logic                  pre_avail_pl_x,
  output logic                  pre_get_pl_x,
  input  logic [FXD_N-1:0]      pre_data_pl_x,
  output logic                  post_avail_pl_x,
  input  logic                  post_get_pl_x,
  output logic [FXD_N-1:0]      post_data_pl_x,
  input  logic                  pre_avail_pl_x2,
  output logic                  pre_get_pl_x2,
  input  logic [FXD_N-1:0]      pre_data_pl_x2,
  output logic                  post_avail_pl_x2,
  input  logic                  post_get_pl_x2,
  output logic [FXD_N-1:0]      post_data_pl_x2
);
logic                    post_avail_mult;
logic                    post_get_mult;
logic [FXD_N-1:0]        post_data_mult;
logic                    pre_avail_add_2;
logic                    pre_get_add_2;
logic [FXD_N-1:0]        pre_data_add_2;
logic                    post_avail_add;
logic                    post_get_add;  
logic [FXD_N-1:0]        post_data_add;
logic                    pre_avail_pl;
logic                    pre_get_pl;
logic [FXD_N-1:0]        pre_data_pl;
logic                    post_avail_pl;
logic                    post_get_pl;
logic [FXD_N-1:0]        post_data_pl;
multiplier #(
  .FXD_Q                 (FXD_Q),
  .FXD_N                 (FXD_N),
  .NUM_CYCLES_FOR_MULT   (NUM_CYCLES_FOR_MULT)
) i_multiplier (
  .pre_avail_1           (pre_avail_mult_1),
  .pre_get_1             (pre_get_mult_1), 
  .pre_data_1            (pre_data_mult_1),
  .pre_avail_2           (pre_avail_mult_2),
  .pre_get_2             (pre_get_mult_2), 
  .pre_data_2            (pre_data_mult_2),
  .post_avail            (post_avail_mult),
  .post_get              (post_get_mult),
  .post_data             (post_data_mult)
);
assign pre_avail_add_2 = post_avail_mult;
assign post_get_mult   = pre_get_add_2; 
assign pre_data_add_2  = post_data_mult;
adder #(
  .FXD_Q                 (FXD_Q),
  .FXD_N                 (FXD_N),
  .NUM_CYCLES_FOR_ADD    (NUM_CYCLES_FOR_ADD)
) i_adder (
  .pre_avail_1           (pre_avail_add_1),
  .pre_get_1             (pre_get_add_1), 
  .pre_data_1            (pre_data_add_1),
  .pre_avail_2           (pre_avail_add_2),
  .pre_get_2             (pre_get_add_2), 
  .pre_data_2            (pre_data_add_2),
  .post_avail            (post_avail_add),
  .post_get              (post_get_add),
  .post_data             (post_data_add)
);
assign pre_avail_pl = post_avail_add;
assign post_get_add = pre_get_pl;
assign pre_data_pl  = post_data_add;
pipeline #(
  .FXD_N                 (FXD_N)
) i_pipeline_mult_add (
  .clk                   (clk),
  .rst_n                 (rst_n),
  .pre_avail             (pre_avail_pl),
  .pre_get               (pre_get_pl), 
  .pre_data              (pre_data_pl),
  .post_avail            (post_avail_pl),
  .post_get              (post_get_pl),
  .post_data             (post_data_pl)
);
assign post_avail_mul_add = post_avail_pl;
assign post_get_pl        = post_get_mul_add;
assign post_data_mul_add  = post_data_pl;
pipeline #(
  .FXD_N                 (FXD_N)
) i_pipeline_x (
  .clk                   (clk),
  .rst_n                 (rst_n),
  .pre_avail             (pre_avail_pl_x),
  .pre_get               (pre_get_pl_x), 
  .pre_data              (pre_data_pl_x),
  .post_avail            (post_avail_pl_x),
  .post_get              (post_get_pl_x),
  .post_data             (post_data_pl_x)
);
pipeline #(
  .FXD_N                 (FXD_N)
) i_pipeline_x2 (
  .clk                   (clk),
  .rst_n                 (rst_n),
  .pre_avail             (pre_avail_pl_x2),
  .pre_get               (pre_get_pl_x2), 
  .pre_data              (pre_data_pl_x2),
  .post_avail            (post_avail_pl_x2),
  .post_get              (post_get_pl_x2),
  .post_data             (post_data_pl_x2)
);
endmodule 
module multiplier #(
  parameter FXD_Q                = 4,
  parameter FXD_N                = 8,
  parameter NUM_CYCLES_FOR_MULT  = 1
) (
  input  logic                    pre_avail_1,
  output logic                    pre_get_1, 
  input  logic [FXD_N-1:0]        pre_data_1,
  input  logic                    pre_avail_2,
  output logic                    pre_get_2, 
  input  logic [FXD_N-1:0]        pre_data_2,
  output logic                    post_avail,
  input  logic                    post_get,
  output logic [FXD_N-1:0]        post_data
);
  generate if(NUM_CYCLES_FOR_MULT == 1) begin
    logic [2*FXD_N-1-2:0]         post_data_tmp;
    assign post_avail = pre_avail_1 && pre_avail_2;
    assign pre_get_1  = post_get;
    assign pre_get_2  = post_get;
    assign post_data_tmp  = pre_data_1[FXD_N-1-1:0] * pre_data_2[FXD_N-1-1:0];
    always_comb begin
      post_data[FXD_N-1-1:0] = post_data_tmp[FXD_N-2+FXD_Q:FXD_Q];
      if(pre_data_1[FXD_N-1] != pre_data_2[FXD_N-1]) begin   
        post_data[FXD_N-1] = 1'b1;
      end
      else begin   
        post_data[FXD_N-1] = 1'b0;
      end
    end
  end
  endgenerate
endmodule 
module pipeline #(
  parameter FXD_N = 32
) (
  input  logic                   clk,
  input  logic                   rst_n,
  input  logic                   pre_avail,
  output logic                   pre_get, 
  input  logic [FXD_N-1:0]       pre_data,
  output logic                   post_avail,
  input  logic                   post_get,
  output logic [FXD_N-1:0]       post_data
);
typedef enum logic[1:0] {PL_IDLE_ST = 2'b00,PL_EMPTY_ST = 2'b01,PL_FULL_ST = 2'b10} pl_state_typ;
pl_state_typ     pl_state_ps, pl_state_ns;
always_ff @ (posedge clk or negedge rst_n) begin
  if(!rst_n) begin
    pl_state_ps <= PL_IDLE_ST;
  end
  else begin
    pl_state_ps <= pl_state_ns;
  end
end
always_comb begin
  pl_state_ns = pl_state_ps;
  post_avail = 1'b0;
  pre_get = post_get;
  case(pl_state_ps)
    PL_IDLE_ST: begin
      post_avail = 1'b0;
      pre_get = 1'b0;
      pl_state_ns = PL_EMPTY_ST;
    end
    PL_EMPTY_ST: begin
      pre_get = 1'b1;
      post_avail = 1'b0;
      if(pre_avail) begin
        pl_state_ns = PL_FULL_ST;
      end
    end
    PL_FULL_ST: begin
      post_avail = 1'b1;
      pre_get = post_get;
      if(post_get && !pre_avail) begin
        pl_state_ns = PL_EMPTY_ST;
      end
    end
  endcase
end
always_ff @ (posedge clk) begin
  if(pre_avail && pre_get) begin
    post_data <= pre_data;
  end
end
endmodule 
```
**config.mk**
```make
export PLATFORM = sky130hd
export DESIGN_NAME = mcl_fxd_pipe_basic_block
export DESIGN_NICKNAME = mcl_fxd_pipe_basic_block
export VERILOG_FILES = /design/flow/design.v
export SDC_FILE = /design/flow/constraint.sdc
export NUM_CORES = 4
export LEC_CHECK = 1
export CORE_UTILIZATION = 30
```
**run.sh**
```bash
#!/bin/bash
# OpenROAD 26Q1-2900-gdf79404cd8, Yosys 0.63+post, stock flow scripts
make -C /OpenROAD-flow-scripts/flow DESIGN_CONFIG=/design/flow/config.mk WORK_HOME=/design/flow/orfs finish
```
**constraint.sdc**
```tcl
current_design mcl_fxd_pipe_basic_block

set clk_period 2.1
set clk_io_pct 0.2

create_clock -name clk0 -period $clk_period [get_ports {clk}]

set non_clock_inputs [all_inputs -no_clocks]
set_input_delay [expr $clk_period * $clk_io_pct] -clock clk0 $non_clock_inputs
set_output_delay [expr $clk_period * $clk_io_pct] -clock clk0 [all_outputs]
```
==> impl_summary.log <==
[flow] final metrics
[metrics] result of the run: finished with violations
[metrics] violated checks: negative setup slack
[metrics] CP required: 2130 ps
[metrics] tool warnings: 40
[metrics] number of buffers inserted by port buffering: 81
[metrics] tally of non-filler cells in the final layout: 594
[metrics] xor and xnor area share after synthesis: 0.0647
[metrics] area of placed instances: 0.00461 sq mm
[metrics] Layout Utilization: 0.501
[metrics] number of global-route vias before repair: 2461
[metrics] synthesized chip area reported by yosys: 0.00309 sq mm
[metrics] power density cells: 1320 mW/mm^2
[metrics] Max IR drop VDD: 0.611 mV
[metrics] maximum number of pins on one net before global-route repair: 11
[metrics] Worst Path Class, Setup: input pin to register
[metrics] data arrival time at the worst-slack endpoint: 5210 ps
[metrics] commonest non-fill, non-tap cells in the layout: 70 x buf_4, 69 x clkdlybuf4s50_1, 43 x inv_1
[metrics] dominant non-sequential cell family after synthesis: adder cells
[metrics] Adder Share, Synth: 0.313
[metrics] fraction of the core area occupied by cells at floorplan: 0.314
[metrics] height of the die: 104 um
[metrics] placement row count: 36
[metrics] antenna violations before repair: 0
[metrics] clock root buffer: clkbuf_8
[metrics] clock latency reported for the late side of the worst-skew pair: 280 ps
[metrics] portion of the post-synthesis area used by sequential elements: 0.290
[metrics] startpoint type of the worst setup path: input pin
[metrics] initial drt markers: 19
[metrics] Post-synth regs: 31
[metrics] core area: 0.00986 sq mm
[metrics] drt wl/cell: 10.7 um
[metrics] clock tree from TritonCTS: done
[metrics] area growth from synthesis to layout: 59.8%
[metrics] post-route minimum period: 5180 ps
[metrics] number of cells in the yosys synthesis report: 299
[metrics] Antenna Violating Nets Remaining: 0
[metrics] total vias in the final route: 2536
[metrics] post-synthesis simple-gate area fraction: 0.134
[metrics] aoi share: 0.100
[metrics] clock slew at the register clock pins of the worst setup and hold paths: 60 ps
[metrics] Max H-tree Level: 2
[metrics] count of pins on the block boundary: 82
[metrics] post-route standard cell area excluding fillers: 0.00494 sq mm
[metrics] HPWL after DPL: 5550 um
[metrics] Placed Cells: 577
[metrics] Clock Tree Buf Depth: 2
[metrics] max-slew violation count: 0
[metrics] highest net fanout along the worst path: 4
[metrics] mux share of post-synthesis cell area: 0.0360
[metrics] Clock Sink Count: 31
[metrics] final WL: 6370 um
[metrics] class of the most critical hold timing path: input pin to async pin
[metrics] total routing resource utilization after global routing: 0.124
[metrics] number of optimization iterations in the first detailed-route pass: 4
[metrics] number of buffers created by CTS: 5
[metrics] Setup TNS: -22600 ps
[metrics] overall die area: 0.0107 sq mm
[metrics] count of cell types in the netlist: 38
[metrics] commonest non-fill, non-tap cell in the layout: buf_4
[metrics] mean post-synth cell area: 10.3 sq um
[metrics] highest clock frequency the design can meet: 193 MHz
[metrics] final count of hold timing violations: 0
[metrics] fin worst setup slack: -3080 ps
[metrics] wire length of the first global-routing pass: 10600 um
[metrics] post-route DRC violation count: 0
[metrics] floorplan die width: 104 um
[metrics] instance count of the mapped netlist: 299
[metrics] Cell Area, Synth: 0.00309 sq mm
[metrics] Final Setup Violations: 8
[metrics] reported max-cap violation count: 0
[metrics] final global-route overflow total: 0
[metrics] Yosys warning count: 3
[metrics] kind of capture point of the worst setup path: register
[metrics] Diodes inserted: 0
[metrics] leakage power: 2.28 nW
[metrics] share of final-layout standard cells stronger than drive strength 1: 0.284
[metrics] number of vias per cell after detailed routing: 4.27
[metrics] unrepaired setup endpoints after global routing: true
[metrics] share of the clock period used by the worst path after layout: 2.47
[metrics] final worst clock skew: 4.15 ps
[metrics] gp weighted congestion: 0.879
## metal layers
layer | wire length (um) | share of wire | global-route usage
met1 | 2700 | 0.42 | 0.158
met2 | 3050 | 0.48 | 0.217
met3 | 472 | 0.074 | 0.0321
met4 | 140 | 0.022 | 0.0238
met5 | 0 | 0 | 0
## power by group
part / internal [mW] / total, mW / leakage, nW / switching, mW
clock network: 0.383 / 0.588 / 0.0612 / 0.205
registers: 0.844 / 0.865 / 0.304 / 0.0215
logic: 2.94 / 5.09 / 1.92 / 2.15
total: 4.16 / 6.54 / 2.28 / 2.38
## synthesized netlist by cell type, drive strengths merged
master	count	area (sq um)
and3	1	6.26
a21o	3	22.5
o21bai	5	37.5
ha	39	488
conb	1	3.75
nand4	1	6.26
nor2	13	48.8
dfrtp	6	150
o21ai	12	78.8
fa	24	480
dfstp	1	26.3
mux2	1	11.3
nand3	1	5.00
nor3	3	20.0
nor4	1	12.5
xor2	9	86.3
mux2i	10	100
inv	46	173
o21a	2	15.0
o22ai	1	12.5
a41oi	1	16.3
or2b	2	15.0
xnor2	13	114
buf	2	15.0
a221oi	1	8.76
or2	2	12.5
nand2	15	56.3
edfxtp	24	721
a21oi	22	110
o31a	1	8.76
and2	34	213
or3	1	6.26
nor2b	1	13.8
## registers in the layout (all words and copies together) (netlist names)
register	flops
i_pipeline_x2.pl_state_ps	2
i_pipeline_mult_add.pl_state_ps	3
i_pipeline_x.pl_state_ps	2
i_pipeline_x2.post_data	8
i_pipeline_x.post_data	8
i_pipeline_mult_add.post_data	8
## layout make-up
| class | instances | area [sq um] |
|---|---|---|
| clock buffers | 6 | 82.6 |
| clock inverters | 2 | 35.0 |
| fillers | 842 | 4920 |
| inverters | 46 | 173 |
| multi-input cells | 220 | 2190 |
| flip-flops and latches | 31 | 897 |
| well taps | 133 | 166 |
| repair buffers | 156 | 1400 |
## worst paths after layout
path                                               startpoint                            endpoint  slack (ps)  cells after the start
setup / recovery                           pre_data_mult_2[3]    i_pipeline_mult_add.post_data[2]       -3080                     25
hold / removal                                          rst_n         i_pipeline_x.pl_state_ps[1]         400                      1
setup reg to reg           i_pipeline_mult_add.pl_state_ps[0]    i_pipeline_mult_add.post_data[2]         740                      3
hold reg to reg                  i_pipeline_x2.pl_state_ps[2]        i_pipeline_x2.pl_state_ps[1]         550                      2
max in group asynchronous                               rst_n  i_pipeline_mult_add.pl_state_ps[0]        1410                      1
min in group clk0                i_pipeline_x2.pl_state_ps[2]        i_pipeline_x2.pl_state_ps[1]         550                      2
## critical path, stage by stage
cell	delay, ps
buf_8	100
and2_4	150
fa_1	520
inv_1	50
fa_1	510
inv_2	40
fa_1	470
inv_1	50
fa_1	490
inv_2	50
ha_4	200
or2_4	230
a21oi_4	140
nor2_2	60
a21oi_2	210
xnor2_2	110
ha_1	300
or2b_1	240
a21oi_2	140
a41oi_2	60
o21ai_4	130
buf_12	140
mux2i_1	170
mux2i_1	100
xnor2_1	130
## cells by family (layout without fill, tap and decap cells)
logic type | after synthesis | count (layout)
AND/OR/NAND/NOR | 75 | 75
adder cells (fa/ha/maj) | 63 | 63
AND-OR/OR-AND | 48 | 48
buffers and inverters | 48 | 210
flip-flops | 31 | 31
XOR/XNOR | 22 | 22
multiplexers | 11 | 11
other | 1 | 1
## what timing repair did
item	CTS	global route
setup endpoints to repair	8	8
setup buffers	6	3
hold endpoints to repair	0	0
hold buffers	0	0
pin swaps	26	25
gates resized	52	22
## stage by stage
step | hold WS [ps] | power, mW | worst slack, ps
after global placement | 512 | 5.31 | -3770
after global routing | 417 | 7.18 | -3280
after CTS | 398 | 6.16 | -3260
final | 397 | 6.54 | -3080
after detailed placement | 546 | 5.34 | -3830
after floorplan | 124 | 3.59 | -3080
Power and IR drop assume default switching activity.
